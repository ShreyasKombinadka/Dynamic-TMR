==> flow/design.v <==
module data_dec #(
    parameter
    data_l = 14,
    cmd_l = 4
)(
    input clk, rst,
    input avl,
    input [data_l-1:0] data,
    output reg [1:0] mode,
    output reg [cmd_l-1:0] speed_cmd,
    output reg [cmd_l-1:0] dir_cmd,
    output reg [3:0] err_rate
);
wire [(cmd_l + cmd_l + 2)-1:0] data_temp ;
wire err ;
ham_dec_14_10 hamming_decoder(.data_i(data), .en(avl), .data_o(data_temp), .err(err)) ;
always @(posedge clk or posedge rst)
begin
    if(rst)
    begin
        mode <= 0 ;
        speed_cmd <= 0 ;
        dir_cmd <= 0 ;
        err_rate <= 0 ;
    end
    else if(avl)
    begin
        mode <= data_temp[1:0] ;
        speed_cmd <= data_temp[(cmd_l + 2)-1:2] ;
        dir_cmd <= data_temp[(cmd_l + cmd_l + 2)-1:(cmd_l + 2)] ;
        err_rate <= (err) ? err_rate + 1 : 0 ;
    end
end
endmodule
module ham_dec_14_10 (
    input [13:0] data_i,
    input en,
    output [9:0] data_o,
    output err
);
reg [3:0] parity_r ;
reg [3:0] parity_c ;
reg [3:0] syn ;
reg [13:0] temp ;
always @(*)
begin
    parity_c = 0 ;
    parity_r = 0 ;
    syn = 0 ;
    temp = 0 ;
    parity_r = {data_i[7], data_i[3], data_i[1:0]};
    parity_c[0] = (data_i[2] ^ data_i[4] ^ data_i[6] ^ data_i[8] ^ data_i[10] ^ data_i[12]);
    parity_c[1] = (data_i[2] ^ data_i[5] ^ data_i[6] ^ data_i[9] ^ data_i[10] ^ data_i[13]);
    parity_c[2] = (data_i[4] ^ data_i[5] ^ data_i[6] ^ data_i[11] ^ data_i[12] ^ data_i[13]);
    parity_c[3] = (data_i[8] ^ data_i[9] ^ data_i[10] ^ data_i[11] ^ data_i[12] ^ data_i[13]);
    syn = parity_c ^ parity_r ;
    temp = data_i ;
    if(syn != 0) temp[syn-1] = ~temp[syn-1] ;
end
assign data_o = (en) ? {temp[13:8], temp[6:4], temp[2]} : 0 ;
assign err = (en && syn != 0) ? 1 : 0 ;
endmodule
==> flow/run.sh <==
#!/bin/bash
# OpenROAD 26Q1-2900-gdf79404cd8, Yosys 0.63+post, stock flow scripts
make -C /OpenROAD-flow-scripts/flow DESIGN_CONFIG=/design/flow/config.mk WORK_HOME=/design/flow/orfs finish
==> flow/config.mk <==
export PLATFORM = sky130hd
export DESIGN_NAME = data_dec
export DESIGN_NICKNAME = data_dec
export VERILOG_FILES = /design/flow/design.v
export SDC_FILE = /design/flow/constraint.sdc
export NUM_CORES = 4
export LEC_CHECK = 1
export CORE_UTILIZATION = 30
==> flow/constraint.sdc <==
current_design data_dec

set clk_period 1.9
set clk_io_pct 0.2

create_clock -name clk0 -period $clk_period [get_ports {clk}]

set non_clock_inputs [all_inputs -no_clocks]
set_input_delay [expr $clk_period * $clk_io_pct] -clock clk0 $non_clock_inputs
set_output_delay [expr $clk_period * $clk_io_pct] -clock clk0 [all_outputs]
==> results.json <==
{
  "clock-root-buffer": "clkbuf_8",
  "class_of_the_worst_hold_path": "reg -> reg",
  "detailroute.via_count": 1861,
  "crit_chain": "buf_2, xnor2_1, xnor3_4, clkinv_4, ha_4, inv_4, or3_4, nand3_2, ha_4, or4_4, nor3_4, nand2_2, a41oi_2, nand4_1, nor2_1, o22ai_1, a31o_2",
  "worstSkewPairLatency_ns": 0.24,
  "ant_nets": 0,
  "dpl.hpwl_mm": 3.83,
  "period_used_pct": 193,
  "place.gp.congestion": 0.939,
  "crit_family": "simple AND/OR/NAND/NOR gates",
  "log.warning_count": 30,
  "cts_tree": "yes",
  "critical_path_buf_inv_count": 3,
  "hp-start": "err_rate[2]",
  "period_needed_ns": 3.66,
  "die_h_um": 77.9,
  "synthDistinctLibCells": 53,
  "setup_viol": 14,
  "endpoint_kind": "flop",
  "cts.sinks": 14,
  "floorplan.io_pins": 31,
  "edf_count": 0,
  "core_sq_um": 5540,
  "postRouteWirelength_mm": 5.14,
  "slew-limit-headroom_pct": 56.0,
  "timing.critical_path.from_type": "input pin",
  "wl_per_cell_um": 13.4,
  "critical_path_arrival_ns": 3.79,
  "fraction_of_layout_cells_with_a_size_suffix_above_1_pct": 51.8,
  "max_freq_ghz": 0.273,
  "fp.dieArea_sq_um": 6070,
  "track_usage_pct": 17.5,
  "htree_levels": 1,
  "synth_top_flop_cell": "dfrtp_1",
  "hold_viol": 0,
  "worst_hold_slack_ns": 0.485,
  "post_synth_main_area_contributors": "dfrtp_1 (20%), ha_1 (8.0%), xnor2_1 (7.1%), inv_1 (4.3%), nand2_1 (3.9%)",
  "layout_top_cells_excl_fill_tap": "buf_4 (73), inv_1 (19), clkdlybuf4s50_1 (16), nand2_1 (15), buf_6 (15)",
  "dpl-instance-area_sq_um": 2730,
  "route.antenna.diode_count": 0,
  "floorplan.core_util_pct": 31.2,
  "status": "finished, violations left",
  "leakage_uw": 0.00150,
  "largest_area_cell": "dfrtp_1",
  "fin_ws_ns": -1.76,
  "standard_cell_rows": 27,
  "grt.met2_usage_pct": 29.4,
  "max-clock-path-buffers": 2,
  "grt_max_degree": 38,
  "vdd_ir_drop_max_mv": 0.610,
  "worst_clock_skew_ns": 0.000381,
  "cellPowerDensity_nw_per_um2": 1280,
  "portBuffers": 30,
  "design_area_sq_um": 3160,
  "grt-ovfl-total": 0,
  "global_routing_usage_on_met1_pct": 26.0,
  "detail_route.drc_violations": 0,
  "drt_pass_1_iters": 4,
  "dominant_logic_cell_type_in_the_layout": "buf_4",
  "antenna_found_initial": 0,
  "vias_per_cell": 4.83,
  "synth_cells": 198,
  "flow.area_growth_from_synthesis_pct": 82.8,
  "floorplan.die.width_um": 77.9,
  "synthArstFlopShare_pct": 100,
  "cts.reportedPaths.clkPinSlew_ns": 0.06,
  "synth-seq-cells": 14,
  "fillerInstances": 455,
  "rr_startpoint": "err_rate[0]",
  "cts_buffers": 3,
  "crit_slowest_cell": "xnor3_4",
  "grt_pass1_vias": 1781,
  "critical_path_required_ns": 2.03,
  "synth-area-yosys_sq_um": 1730,
  "violations": "negative setup slack",
  "timing_worst_setup_path_type": "in -> reg",
  "critical_path.most_common_cell": "ha_4",
  "final_util_pct": 57.0,
  "synth-seq-area-share_pct": 20.3,
  "top_cell_area_share_pct": 20.3,
  "report.final.slew_viol_count": 0,
  "global_route_wire_length_before_repair_mm": 8.32,
  "drv_cap": 0,
  "rsz0062_at_grt": "yes",
  "detailedRoute.firstIterationViolations": 59,
  "syn_area_sq_um": 1730,
  "critPathMaxFanout": 4,
  "synth_warnings": 2,
  "tightest_slew_ns": 0.658,
  "gr-usage-met3_pct": 1.67,
  "ys_cells": 198,
  "cts-hold-fix-buffers": 0,
  "worstSetupStartpoint": "data[4]",
  "max_stage_delay_ns": 0.55,
  "synthesis.area_per_instance_sq_um": 8.73,
  "top_usage_layer": "met2",
  "fin_total_pwr_uw": 4050,
  "setup-tns-final_ns": -17.41
}
sequential cells by signal, indices dropped and copies added, names as in the netlist:
register	count
mode	2
err_rate	4
speed_cmd	4
dir_cmd	4
worst paths after layout:
path,endpoint,slack [ns],depth (start not counted)
setup / recovery,mode[1],-1.76,17
hold / removal,err_rate[2],0.48,1
setup reg to reg,err_rate[3],0.80,3
hold reg to reg,err_rate[2],0.48,1
max in group asynchronous,mode[1],1.06,2
min in group asynchronous,speed_cmd[2],0.49,2
synth_stat cells (7+ instances only):
master   count
nand2_1     18
o21ai_0      7
nor2_1      15
nand3_1      7
o22ai_1      8
xnor2_1     14
dfrtp_1     14
inv_1       20
ha_1        11
routing by layer:
metal / wire length, um / vias up
met5: 0 / -
met4: 39 / 0
met3: 131 / 3
met2: 2510 / 30
met1: 2460 / 868
li1: - / 960
kinds of logic (layout without fill, tap and decap cells):
group	count (synthesis)	in the layout	share of synthesized area (%)
buffers and inverters	31	146	7.17
and+or+nand+nor	65	65	19.6
xor gates and xnor gates	24	24	19.0
DFF	14	14	20.3
AOI/OAI and AO/OA	49	49	22.7
muxes	4	4	3.33
adders and majority gates	11	11	7.97
worst register-to-register path, delay by kind of cell (launching register included):
| family | cells | cell delay [ns] |
|---|---|---|
| flops | 1 | 0.42 |
| compound gates | 1 | 0.24 |
| simple gates | 2 | 0.33 |
timing repair:
action,CTS,global route
pin swaps,26,35
resized,69,50
endpoints found under the setup margin,14,14
buffers inserted,7,12
through the flow:
| step | setup WS [ns] | cells |
|---|---|---|
| global route | -1.90 | 385 |
| detailed placement | -2.46 | 364 |
| global placement | -2.42 | 364 |
| floorplan | -1.85 | 198 |
| finish | -1.76 | 385 |
| CTS | -1.92 | 374 |
area by class of cell:
cell class              instances  area (sq um)  share of cell area (%)
well taps                      72          90.1                    2.85
inverters                      23           104                    3.29
repair buffers                120          1040                    32.8
multi-input cells             153          1540                    48.6
clock buffers                   3          41.3                    1.31
flip-flops and latches         14           350                    11.1
report_power, final:
part,switching [uW],leakage [uW],internal (uW)
logic,1550,0.00130,1820
clock network,95.6,0.0000216,140
registers,61.2,0.000171,382
total,1710,0.00150,2350
Power figures rest on the tool's default switching activity, not on a simulated workload.
